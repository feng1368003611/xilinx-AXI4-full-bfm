## config.mk

```make
export PLATFORM = sky130hd
export DESIGN_NAME = axi_slave_generic
export DESIGN_NICKNAME = axi_slave_generic
export VERILOG_FILES = /design/flow/design.v
export SDC_FILE = /design/flow/constraint.sdc
export NUM_CORES = 4
export LEC_CHECK = 1
export CORE_UTILIZATION = 30
export SYNTH_MEMORY_MAX_BITS = 65536
```

## constraint.sdc

```tcl
current_design axi_slave_generic

set clk_period 122.1
set clk_io_pct 0.2

create_clock -name clk0 -period $clk_period [get_ports {aclk}]

set non_clock_inputs [all_inputs -no_clocks]
set_input_delay [expr $clk_period * $clk_io_pct] -clock clk0 $non_clock_inputs
set_output_delay [expr $clk_period * $clk_io_pct] -clock clk0 [all_outputs]
```

## design.v

```verilog
module axi_slave_generic ( 
   awready, wready, bid, bresp, bvalid, arready, rid, rdata, rresp,
   rlast, rvalid,
   aclk, aresetn, awid, awadr, awlen, awsize, awburst, awlock,
   awcache, awprot, awvalid, wid, wrdata, wstrb, wlast, wvalid,
   bready, arid, araddr, arlen, arsize, arlock, arcache, arprot,
   arvalid, rready
   ) ;
   input wire aclk;
   input wire aresetn;    
   input wire [3:0]  awid;     
   input wire [31:0] awadr;    
   input wire [3:0]  awlen;    
   input wire [2:0]  awsize;   
   input wire [1:0]  awburst;  
   input wire [1:0]  awlock;   
   input wire [3:0]  awcache;  
   input wire [2:0]  awprot;   
   input wire        awvalid;  
   output reg        awready;  
   input wire [3:0]  wid;      
   input wire [31:0] wrdata;   
   input wire [3:0]  wstrb;    
   input wire        wlast;    
   input wire        wvalid;   
   output reg        wready;   
   output reg [3:0]  bid;     
   output reg [1:0]  bresp;   
   output reg        bvalid;  
   input wire        bready;  
   input wire [3:0]  arid;     
   input wire [31:0] araddr;   
   input wire [3:0]  arlen;    
   input wire [2:0]  arsize;   
   input wire [1:0]  arlock;   
   input wire [3:0]  arcache;  
   input wire [2:0]  arprot;   
   input wire        arvalid;  
   output reg        arready;  
   output reg [3:0]  rid;      
   output reg [31:0] rdata;    
   output reg [1:0]  rresp;    
   output reg        rlast;    
   output reg        rvalid;   
   input  wire       rready;   
   reg [31:0] memory [0:128];
   integer    i;
   reg [31:0]        write_address;
   reg [2:0]         write_size;
   always @(posedge aclk)
     if (~aresetn) begin
        write_address <= 0;   
        awready <= 1;
        write_size <= 0;        
     end else begin
        if (awvalid) begin
           write_address <= {2'b00, awadr[31:2]};
           awready <= 1;
        end else begin
           awready <= 0;           
        end
     end  
   always @(posedge aclk)
     if (~aresetn) begin
        write_size <= 0;        
     end else begin
        if (awvalid) begin
           write_size <= awsize;                      
        end
     end
   reg [31:0] write_data;
   reg [3:0]  write_strobe;   
   always @(posedge aclk)
     if (~aresetn) begin
        write_data <= 0;
        wready <= 1;       
        write_strobe <= 0;        
     end else begin
        if (wvalid) begin
           write_data <= wrdata;
           wready <= 1;  
           write_strobe <= wstrb;           
        end else begin
           wready <= 0;           
        end
     end
   always @(posedge aclk)
     if (~aresetn) begin
        bid <= 0;
        bresp <= 2'b00;
        bvalid <= 0;        
     end else begin
        if (bready & wlast) begin
           bvalid <= 1;           
        end else begin
           bvalid <= 0;        
        end
     end
   reg [31:0] read_address;   
   always @(posedge aclk)
     if (~aresetn) begin
        read_address <= 0;  
        arready <= 0; 
     end else begin
        if (arvalid) begin
           read_address <= {2'b00, araddr[31:2]};           
           arready <= 1;
        end else begin
           arready <= 0;           
        end
     end  
   always @(posedge aclk)
     if (~aresetn) begin
        rdata <= 0;
        rvalid <= 0;
        rresp <= 2'b00;   
        rlast <= 0;        
     end else begin
        if (rready) begin
           rdata <= memory[read_address];
           rvalid <= 1;           
        end else begin
           rdata <= 0;
           rvalid <= 0;                      
        end
     end
   always @(posedge aclk) begin
      if (wready) begin
         case (write_strobe)
           4'b0001: memory[write_address] <= {memory[write_address][31:8],  write_data[7:0]};
           4'b0010: memory[write_address] <= {memory[write_address][31:16],  write_data[15:8], memory[write_address][7:0]};
           4'b0100: memory[write_address] <= {memory[write_address][31:24],  write_data[23:16], memory[write_address][15:0]};
           4'b1000: memory[write_address] <= {write_data[31:24], memory[write_address][23:0]};
           4'b0011: memory[write_address] <= {write_data[31:16], memory[write_address][15:0]};
           4'b1100: memory[write_address] <= {memory[write_address][31:16], write_data[15:0]};
           4'b1111: memory[write_address] <= write_data[31:0];
         endcase  
      end  
   end
endmodule  
```

## run.sh

```bash
#!/bin/bash
# OpenROAD 26Q1-2900-gdf79404cd8, Yosys 0.63+post, stock flow scripts
make -C /OpenROAD-flow-scripts/flow DESIGN_CONFIG=/design/flow/config.mk WORK_HOME=/design/flow/orfs finish
```

==> reports/qor_table.md <==
| Group | Metric | Value |
| --- | --- | --- |
| outcome | Outcome | finished clean |
| synth | FA/HA/MAJ Cells, Area Fraction | 0% |
| clock network | Count of clock tree sinks | 4217 |
| hold path | Critical hold path startpoint | read_address[7] |
| drt | Post-route DRC | 0 |
| worst setup path | Maximum net fanout on the critical path | 1 |
| synth | Sequential cell area fraction in the yosys report | 76.6% |
| worst setup path | Arrival time worst endpoint | 2.24 ns |
| worst setup path | Crit-path cells | clkdlybuf4s50_1 |
| synth | Flip-flop cell with the highest count after synthesis | edfxtp_1 |
| grt | Global-route wire length before repair | 639000 µm |
| sta | Final number of hold-violating endpoints | 0 |
| clock network | Cts repair resizes | 0 |
| sta | Final critical delay including setup and external delays | 26.66 ns |
| grt | Vias in the first global route | 88663 |
| grt | Overflow left after global routing | 0 |
| synth | Register bit count reported by yosys | 4217 |
| worst setup path | FF-to-FF setup slack | 115.77 ns |
| place | Buffers added on ports | 96 |
| synth | Yosys cell count | 8017 |
| clock network | Number of buffers inserted to repair setup after CTS | 0 |
| floorplan | Full die area | 0.550 mm² |
| worst setup path | Type of the worst setup path | reg2out |
| place | Dpl cell area | 0.174 mm² |
| sta | Pins over their slew limit | 0 |
| clock network | Hold buffers post-CTS | 0 |
| floorplan | Core region area | 0.545 mm² |
| synth | Area fraction in and, or, nand and nor cells | 2.72% |
| drt | Drt pass-1 iters | 5 |
| synth | Logic family by area | multiplexers |
| worst setup path | Slowest stage cell, crit path | dfxtp_1 |
| place | Setup slack after placement | 94.95 ns |
| worst setup path | Kind of end point of the critical path | output port |
| clock network | H-tree Lvls | 5 |
| hold path | Class of the tightest hold or removal check | reg2reg |
| job | Count of tool warnings | 121 |
| sta | Post-route fraction of the period consumed by the critical path | 21.8% |
| place | Dpl cells | 15262 |
| floorplan | IO Count | 204 |
| hold path | Cell count of the worst hold path | 2 |
| pwr | LEAKAGE | 59.4 nW |
| cells and area | Final core utilization | 34.5% |
| synth | Yosys aoi share | 3.09% |
| drt | Number of vias after detailed routing | 80798 |
| cells and area | Non-Filler Instances | 16080 |
| grt | Pin count of the biggest net entering global routing | 92 |
| drt | Wirelength per Cell | 28.3 µm |
| sta | Worst Max-Slew Pin Slew | 1.29 ns |
| sta | Setup repair after global routing missed its margin | no |
| sta | Final setup fails | 0 |
| sta | Worst Clk Skew | 0.0521 ns |
| floorplan | Vertical extent of the die | 742 µm |
| synth | Mean instance size in the synthesized netlist | 20.5 µm² |
| worst setup path | Kind of launch point of the worst setup path | flip-flop |
| synth | Post-synth EDFFs | 4128 |
| place | Routability-driven placement congestion ratio | 0.891 |
| hold path | Destination of the worst hold path | read_address[7] |
| clock network | Clock Root Buffer | clkbuf_16 |
| sta | Final WS setup | 95.44 ns |
| worst setup path | Required time at the endpoint of the critical path | 97.68 ns |
| drt | Iteration-0 DRC Markers | 4635 |
| synth | Number of library cell types mapped by synthesis | 63 |
| clock network | TritonCTS clock tree | yes |
| synth | Post-synthesis share of cell area spent on xor and xnor gates | 0.00534% |
| job | Max capacitance violation total | 0 |
| worst setup path | Total buffers and inverters traversed by the critical path | 1 |
| floorplan | Fraction of the core area occupied by cells at floorplan | 30.1% |
| pwr | Worst voltage drop across the vdd grid | 0.0135 mV |
| synth | Count of warnings emitted by yosys | 5 |
| floorplan | Number of cell rows | 271 |
| worst setup path | Number of cells on the worst reg-to-reg path | 10 |
| synth | Total standard cell area after synthesis | 0.164 mm² |
| cells and area | Layout cells sized above 1 | 22.9% |
| sta | Achievable clock frequency | 37.5 MHz |
| drt | Number of nets with antenna violations after detailed routing | 0 |
| worst setup path | Crit Reg-Reg Endpoint | rdata[6] |
| sta | Worst slew margin relative to its limit | 13.3% |
| pwr | Total power density per cell area | 16.1 mW/mm² |
| synth | MUX share of area | 15.5% |
| drt | WL final | 454000 µm |
| clock network | Clock network latency to the later pin of the worst-skew pair | 0.99 ns |
| cells and area | Filler cells | 49804 |
| sta | Total negative setup slack | 0 ns |
| grt | Total routing usage reported by global routing | 17.6% |
| drt | Vias per inst | 5.02 |
| clock network | Clock tree buffer depth | 4 |
| worst setup path | Beginning of the worst register-to-register path | read_address[0] |
| clock network | Clock-pin slew reported for the worst setup and hold paths after clock tree synthesis | 0.06 ns |
| synth | Area figure in the yosys stat output | 0.164 mm² |
| floorplan | X dimension of the die | 742 µm |
| cells and area | Area growth, synth to finish | 14.6% |
| synth | Share of flip-flops with an asynchronous set or reset after synthesis | 0% |
| grt | Initial antenna violation count | 37 |
| cells and area | Post-route cell area | 0.188 mm² |
| synth | Number of standard cells after synthesis | 8017 |
| place | Half-perimeter wire length of the detailed placement result | 298000 µm |
| worst setup path | Largest incremental delay on the critical path | 0.68 ns |
| worst setup path | Crit path max-delay family | flip-flops |
| clock network | Number of clock buffers inserted by TritonCTS | 415 |
==> flip-flops by register name, summed over array words and instances, names as in the netlist, 4 cells and up <==
register,count
write_address,8
write_data,32
rdata,32
write_strobe,4
memory,4128
read_address,8
==> synthesized netlist by cell type (all sizes together) (61+ instances only) <==
| library cell | instances | area (µm²) |
|---|---|---|
| edfxtp | 4128 | 124000 |
| mux4 | 782 | 17600 |
| mux2i | 663 | 6640 |
| nor2 | 553 | 2080 |
| buf | 283 | 2450 |
| clkbuf | 222 | 837 |
| o22ai | 215 | 1350 |
| nand2 | 210 | 791 |
| a22oi | 122 | 916 |
| mux2 | 110 | 1240 |
| o21ai | 90 | 450 |
| dfxtp | 89 | 1780 |
| nor2b | 77 | 482 |
| a21oi | 61 | 305 |
==> cell usage in the layout (no fill, tap or decap), types with 106 or more instances in the layout <==
cell,instances
buf_4,404
clkbuf_16,419
nor2_1,545
mux2i_1,663
o22ai_1,215
mux2_2,106
nand2_1,207
mux4_2,782
edfxtp_1,4128
a22oi_1,122
==> cells by family (layout without fill, tap and decap cells) <==
family                    after synthesis  in the layout
DFF                                  4217           4217
muxes                                1555           1555
and+or+nand+nor                      1017           1017
AOI/OAI and AO/OA                     720            720
buffers and inverters                 506           1272
other                                   1             64
xor gates and xnor gates                1              1
==> tightest hold or removal path: stages, from the launching register on <==
cell	delay, ns
dfxtp_1	0.31
mux2i_1	0.12
nor2b_1	0.06
==> through the flow <==
stage / hold WS [ns] / total power, W
floorplan: 0.542 / 0.00172
global placement: 0.552 / 0.00179
detailed placement: 0.533 / 0.00179
CTS: 0.543 / 0.00305
global route: 0.576 / 0.00312
finish: 0.539 / 0.00303
==> report_power, final <==
| group | switching (W) | internal (W) |
|---|---|---|
| clock network | 0.000537 | 0.000732 |
| registers | 0.0000119 | 0.00159 |
| logic | 0.000105 | 0.0000534 |
==> final cells by class <==
cell class / instances / area, µm² / share of cell area (%)
antenna: 51 / 128 / 0.0679
clock inverter: 257 / 2620 / 1.39
tap: 7234 / 9050 / 4.81
sequential: 4217 / 126000 / 67.0
timing repair buffer: 504 / 4060 / 2.16
clock buffer: 510 / 10900 / 5.82
inverter: 1 / 3.75 / 0.00200
multi-input combinational: 3306 / 35300 / 18.8
==> how the worst max path moves through the flow <==
stage	startpoint	end	slack, ns	cells after the start
4_1_cts	rdata[22]	rdata[22]	95.36	1
5_1_grt	rdata[28]	rdata[28]	95.38	1
6_report	rdata[22]	rdata[22]	95.44	1
==> per-layer routing <==
layer	track usage [%]	part of all wire (%)	up-vias
met3	16.2	20	930
met4	7.02	4.9	91
met1	17.1	30	40524
li1	-	-	34008
met2	25.3	45	5245
met5	3.21	0.59	-
No activity file was given, so power comes from the tool's default toggle rates.
